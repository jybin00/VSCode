==> flow/design.v <==
module TPmem_16x16_11
#( parameter BW = 11 )
(  input        [16*BW-1:0]	i_data,
   input	   	            i_enable,
   input 	   	            i_clk,
   input	   	            i_Reset,
   output reg   [16*BW-1:0] o_data,
   output reg	            o_en
);
reg [5-1:0]         counter;
reg [16*BW-1:0]     array   [16-1:0];
reg [16*BW-1:0]     data_out;
wire [16*BW-1:0]    col     [16-1:0];
wire [4-1:0]        index = counter[4-1:0];
wire [4-1:0]        out_index = index + 1;
wire [16*BW-1:0]    w_data;
wire	            w_en;
always@(posedge i_clk) begin
    if(~i_Reset) begin
        counter <= 5'b0;
        o_data  <= {BW{16'b0}};
        o_en    <= 1'b0; 
    end
    else  begin
	    o_data  <= w_data ;
	    o_en    <= w_en ;
        if(i_enable) 
            counter  <= counter + 5'b1;
        else begin    
            if(counter[4]==1'b1)
	            counter <= counter + 5'b1;
    	    else    
    	        counter <= counter ;
    	    end
    end
end
always@(posedge i_clk) begin
    if(~i_Reset) begin
	array[15] <= {BW{16'b0}};
	array[14] <= {BW{16'b0}};
	array[13] <= {BW{16'b0}};
	array[12] <= {BW{16'b0}};
	array[11] <= {BW{16'b0}};
	array[10] <= {BW{16'b0}};
	array[ 9] <= {BW{16'b0}};
	array[ 8] <= {BW{16'b0}};
	array[ 7] <= {BW{16'b0}};
	array[ 6] <= {BW{16'b0}};
	array[ 5] <= {BW{16'b0}};
	array[ 4] <= {BW{16'b0}};
	array[ 3] <= {BW{16'b0}};
	array[ 2] <= {BW{16'b0}};
	array[ 1] <= {BW{16'b0}};
	array[ 0] <= {BW{16'b0}};
    end
    else    begin
	if(i_enable) begin
	array[index] <= i_data ;
	end
    end
end
assign col[ 0] = {{array[0][16*BW-1:15*BW]},{array[1][16*BW-1:15*BW]},{array[2][16*BW-1:15*BW]},{array[3][16*BW-1:15*BW]},{array[4][16*BW-1:15*BW]},{array[5][16*BW-1:15*BW]},{array[6][16*BW-1:15*BW]},{array[7][16*BW-1:15*BW]},{array[8][16*BW-1:15*BW]},{array[9][16*BW-1:15*BW]},{array[10][16*BW-1:15*BW]},{array[11][16*BW-1:15*BW]},{array[12][16*BW-1:15*BW]},{array[13][16*BW-1:15*BW]},{array[14][16*BW-1:15*BW]},{array[15][16*BW-1:15*BW]}} ; 
assign col[ 1] = {{array[0][15*BW-1:14*BW]},{array[1][15*BW-1:14*BW]},{array[2][15*BW-1:14*BW]},{array[3][15*BW-1:14*BW]},{array[4][15*BW-1:14*BW]},{array[5][15*BW-1:14*BW]},{array[6][15*BW-1:14*BW]},{array[7][15*BW-1:14*BW]},{array[8][15*BW-1:14*BW]},{array[9][15*BW-1:14*BW]},{array[10][15*BW-1:14*BW]},{array[11][15*BW-1:14*BW]},{array[12][15*BW-1:14*BW]},{array[13][15*BW-1:14*BW]},{array[14][15*BW-1:14*BW]},{array[15][15*BW-1:14*BW]}} ; 
assign col[ 2] = {{array[0][14*BW-1:13*BW]},{array[1][14*BW-1:13*BW]},{array[2][14*BW-1:13*BW]},{array[3][14*BW-1:13*BW]},{array[4][14*BW-1:13*BW]},{array[5][14*BW-1:13*BW]},{array[6][14*BW-1:13*BW]},{array[7][14*BW-1:13*BW]},{array[8][14*BW-1:13*BW]},{array[9][14*BW-1:13*BW]},{array[10][14*BW-1:13*BW]},{array[11][14*BW-1:13*BW]},{array[12][14*BW-1:13*BW]},{array[13][14*BW-1:13*BW]},{array[14][14*BW-1:13*BW]},{array[15][14*BW-1:13*BW]}} ; 
assign col[ 3] = {{array[0][13*BW-1:12*BW]},{array[1][13*BW-1:12*BW]},{array[2][13*BW-1:12*BW]},{array[3][13*BW-1:12*BW]},{array[4][13*BW-1:12*BW]},{array[5][13*BW-1:12*BW]},{array[6][13*BW-1:12*BW]},{array[7][13*BW-1:12*BW]},{array[8][13*BW-1:12*BW]},{array[9][13*BW-1:12*BW]},{array[10][13*BW-1:12*BW]},{array[11][13*BW-1:12*BW]},{array[12][13*BW-1:12*BW]},{array[13][13*BW-1:12*BW]},{array[14][13*BW-1:12*BW]},{array[15][13*BW-1:12*BW]}} ; 
assign col[ 4] = {{array[0][12*BW-1:11*BW]},{array[1][12*BW-1:11*BW]},{array[2][12*BW-1:11*BW]},{array[3][12*BW-1:11*BW]},{array[4][12*BW-1:11*BW]},{array[5][12*BW-1:11*BW]},{array[6][12*BW-1:11*BW]},{array[7][12*BW-1:11*BW]},{array[8][12*BW-1:11*BW]},{array[9][12*BW-1:11*BW]},{array[10][12*BW-1:11*BW]},{array[11][12*BW-1:11*BW]},{array[12][12*BW-1:11*BW]},{array[13][12*BW-1:11*BW]},{array[14][12*BW-1:11*BW]},{array[15][12*BW-1:11*BW]}} ; 
assign col[ 5] = {{array[0][11*BW-1:10*BW]},{array[1][11*BW-1:10*BW]},{array[2][11*BW-1:10*BW]},{array[3][11*BW-1:10*BW]},{array[4][11*BW-1:10*BW]},{array[5][11*BW-1:10*BW]},{array[6][11*BW-1:10*BW]},{array[7][11*BW-1:10*BW]},{array[8][11*BW-1:10*BW]},{array[9][11*BW-1:10*BW]},{array[10][11*BW-1:10*BW]},{array[11][11*BW-1:10*BW]},{array[12][11*BW-1:10*BW]},{array[13][11*BW-1:10*BW]},{array[14][11*BW-1:10*BW]},{array[15][11*BW-1:10*BW]}} ; 
assign col[ 6] = {{array[0][10*BW-1: 9*BW]},{array[1][10*BW-1: 9*BW]},{array[2][10*BW-1: 9*BW]},{array[3][10*BW-1: 9*BW]},{array[4][10*BW-1: 9*BW]},{array[5][10*BW-1: 9*BW]},{array[6][10*BW-1: 9*BW]},{array[7][10*BW-1: 9*BW]},{array[8][10*BW-1: 9*BW]},{array[9][10*BW-1: 9*BW]},{array[10][10*BW-1: 9*BW]},{array[11][10*BW-1: 9*BW]},{array[12][10*BW-1: 9*BW]},{array[13][10*BW-1: 9*BW]},{array[14][10*BW-1: 9*BW]},{array[15][10*BW-1: 9*BW]}} ;
assign col[ 7] = {{array[0][ 9*BW-1: 8*BW]},{array[1][ 9*BW-1: 8*BW]},{array[2][ 9*BW-1: 8*BW]},{array[3][ 9*BW-1: 8*BW]},{array[4][ 9*BW-1: 8*BW]},{array[5][ 9*BW-1: 8*BW]},{array[6][ 9*BW-1: 8*BW]},{array[7][ 9*BW-1: 8*BW]},{array[8][ 9*BW-1: 8*BW]},{array[9][ 9*BW-1: 8*BW]},{array[10][ 9*BW-1: 8*BW]},{array[11][ 9*BW-1: 8*BW]},{array[12][ 9*BW-1: 8*BW]},{array[13][ 9*BW-1: 8*BW]},{array[14][ 9*BW-1: 8*BW]},{array[15][ 9*BW-1: 8*BW]}} ;
assign col[ 8] = {{array[0][ 8*BW-1: 7*BW]},{array[1][ 8*BW-1: 7*BW]},{array[2][ 8*BW-1: 7*BW]},{array[3][ 8*BW-1: 7*BW]},{array[4][ 8*BW-1: 7*BW]},{array[5][ 8*BW-1: 7*BW]},{array[6][ 8*BW-1: 7*BW]},{array[7][ 8*BW-1: 7*BW]},{array[8][ 8*BW-1: 7*BW]},{array[9][ 8*BW-1: 7*BW]},{array[10][ 8*BW-1: 7*BW]},{array[11][ 8*BW-1: 7*BW]},{array[12][ 8*BW-1: 7*BW]},{array[13][ 8*BW-1: 7*BW]},{array[14][ 8*BW-1: 7*BW]},{array[15][ 8*BW-1: 7*BW]}} ; 
assign col[ 9] = {{array[0][ 7*BW-1: 6*BW]},{array[1][ 7*BW-1: 6*BW]},{array[2][ 7*BW-1: 6*BW]},{array[3][ 7*BW-1: 6*BW]},{array[4][ 7*BW-1: 6*BW]},{array[5][ 7*BW-1: 6*BW]},{array[6][ 7*BW-1: 6*BW]},{array[7][ 7*BW-1: 6*BW]},{array[8][ 7*BW-1: 6*BW]},{array[9][ 7*BW-1: 6*BW]},{array[10][ 7*BW-1: 6*BW]},{array[11][ 7*BW-1: 6*BW]},{array[12][ 7*BW-1: 6*BW]},{array[13][ 7*BW-1: 6*BW]},{array[14][ 7*BW-1: 6*BW]},{array[15][ 7*BW-1: 6*BW]}} ; 
assign col[10] = {{array[0][ 6*BW-1: 5*BW]},{array[1][ 6*BW-1: 5*BW]},{array[2][ 6*BW-1: 5*BW]},{array[3][ 6*BW-1: 5*BW]},{array[4][ 6*BW-1: 5*BW]},{array[5][ 6*BW-1: 5*BW]},{array[6][ 6*BW-1: 5*BW]},{array[7][ 6*BW-1: 5*BW]},{array[8][ 6*BW-1: 5*BW]},{array[9][ 6*BW-1: 5*BW]},{array[10][ 6*BW-1: 5*BW]},{array[11][ 6*BW-1: 5*BW]},{array[12][ 6*BW-1: 5*BW]},{array[13][ 6*BW-1: 5*BW]},{array[14][ 6*BW-1: 5*BW]},{array[15][ 6*BW-1: 5*BW]}} ; 
assign col[11] = {{array[0][ 5*BW-1: 4*BW]},{array[1][ 5*BW-1: 4*BW]},{array[2][ 5*BW-1: 4*BW]},{array[3][ 5*BW-1: 4*BW]},{array[4][ 5*BW-1: 4*BW]},{array[5][ 5*BW-1: 4*BW]},{array[6][ 5*BW-1: 4*BW]},{array[7][ 5*BW-1: 4*BW]},{array[8][ 5*BW-1: 4*BW]},{array[9][ 5*BW-1: 4*BW]},{array[10][ 5*BW-1: 4*BW]},{array[11][ 5*BW-1: 4*BW]},{array[12][ 5*BW-1: 4*BW]},{array[13][ 5*BW-1: 4*BW]},{array[14][ 5*BW-1: 4*BW]},{array[15][ 5*BW-1: 4*BW]}} ; 
assign col[12] = {{array[0][ 4*BW-1: 3*BW]},{array[1][ 4*BW-1: 3*BW]},{array[2][ 4*BW-1: 3*BW]},{array[3][ 4*BW-1: 3*BW]},{array[4][ 4*BW-1: 3*BW]},{array[5][ 4*BW-1: 3*BW]},{array[6][ 4*BW-1: 3*BW]},{array[7][ 4*BW-1: 3*BW]},{array[8][ 4*BW-1: 3*BW]},{array[9][ 4*BW-1: 3*BW]},{array[10][ 4*BW-1: 3*BW]},{array[11][ 4*BW-1: 3*BW]},{array[12][ 4*BW-1: 3*BW]},{array[13][ 4*BW-1: 3*BW]},{array[14][ 4*BW-1: 3*BW]},{array[15][ 4*BW-1: 3*BW]}} ; 
assign col[13] = {{array[0][ 3*BW-1: 2*BW]},{array[1][ 3*BW-1: 2*BW]},{array[2][ 3*BW-1: 2*BW]},{array[3][ 3*BW-1: 2*BW]},{array[4][ 3*BW-1: 2*BW]},{array[5][ 3*BW-1: 2*BW]},{array[6][ 3*BW-1: 2*BW]},{array[7][ 3*BW-1: 2*BW]},{array[8][ 3*BW-1: 2*BW]},{array[9][ 3*BW-1: 2*BW]},{array[10][ 3*BW-1: 2*BW]},{array[11][ 3*BW-1: 2*BW]},{array[12][ 3*BW-1: 2*BW]},{array[13][ 3*BW-1: 2*BW]},{array[14][ 3*BW-1: 2*BW]},{array[15][ 3*BW-1: 2*BW]}} ; 
assign col[14] = {{array[0][ 2*BW-1: 1*BW]},{array[1][ 2*BW-1: 1*BW]},{array[2][ 2*BW-1: 1*BW]},{array[3][ 2*BW-1: 1*BW]},{array[4][ 2*BW-1: 1*BW]},{array[5][ 2*BW-1: 1*BW]},{array[6][ 2*BW-1: 1*BW]},{array[7][ 2*BW-1: 1*BW]},{array[8][ 2*BW-1: 1*BW]},{array[9][ 2*BW-1: 1*BW]},{array[10][ 2*BW-1: 1*BW]},{array[11][ 2*BW-1: 1*BW]},{array[12][ 2*BW-1: 1*BW]},{array[13][ 2*BW-1: 1*BW]},{array[14][ 2*BW-1: 1*BW]},{array[15][ 2*BW-1: 1*BW]}} ;
assign col[15] = {{array[0][ 1*BW-1: 0*BW]},{array[1][ 1*BW-1: 0*BW]},{array[2][ 1*BW-1: 0*BW]},{array[3][ 1*BW-1: 0*BW]},{array[4][ 1*BW-1: 0*BW]},{array[5][ 1*BW-1: 0*BW]},{array[6][ 1*BW-1: 0*BW]},{array[7][ 1*BW-1: 0*BW]},{array[8][ 1*BW-1: 0*BW]},{array[9][ 1*BW-1: 0*BW]},{array[10][ 1*BW-1: 0*BW]},{array[11][ 1*BW-1: 0*BW]},{array[12][ 1*BW-1: 0*BW]},{array[13][ 1*BW-1: 0*BW]},{array[14][ 1*BW-1: 0*BW]},{array[15][ 1*BW-1: 0*BW]}} ;
always@(*) begin
    if(counter >= 5'b01111) begin
    data_out <= col[out_index] ;
    end
    else    begin
    data_out <= {BW{16'b0}}; 
    end
end
assign w_en = counter[4] || (counter[3] && counter[2] && counter[1] && counter[0]) ;
assign w_data = data_out ; 
endmodule
==> flow/run.sh <==
#!/bin/bash
# OpenROAD 26Q1-2900-gdf79404cd8, Yosys 0.63+post, stock flow scripts
make -C /OpenROAD-flow-scripts/flow DESIGN_CONFIG=/design/flow/config.mk WORK_HOME=/design/flow/orfs finish
==> flow/config.mk <==
export PLATFORM = sky130hd
export DESIGN_NAME = TPmem_16x16_11
export DESIGN_NICKNAME = TPmem_16x16_11
export VERILOG_FILES = /design/flow/design.v
export SDC_FILE = /design/flow/constraint.sdc
export NUM_CORES = 4
export LEC_CHECK = 1
export CORE_UTILIZATION = 40
==> flow/constraint.sdc <==
current_design TPmem_16x16_11

set clk_period 73.3
set clk_io_pct 0.2

create_clock -name clk0 -period $clk_period [get_ports {i_clk}]

set non_clock_inputs [all_inputs -no_clocks]
set_input_delay [expr $clk_period * $clk_io_pct] -clock clk0 $non_clock_inputs
set_output_delay [expr $clk_period * $clk_io_pct] -clock clk0 [all_outputs]
==> results.toml <==
# flow metrics
[outcome]
outcome = "complete, no violations"

[synthesis]
flop_cell = "edfxtp_1"
ys_async_sr_fraction_pct = 0
edf_count = 2816
netlist_instances = 9448
syn_area_um2 = 127800
top_cell = "and3_1"
top_cell_area_share_pct = 66.18
topCellsByArea = "edfxtp_1, and3_1, a22oi_1"
syn_avg_cell_area_um2 = 13.52
synthTopCellsByCount = "and3_1, edfxtp_1, clkbuf_1"
synth_flops = 2998
ys_cells = 9448
synth.distinct_cells = 46
synth_warnings = 1
synth_seq_share_pct = 69.03
yosysTopAreaCell = "edfxtp_1"
ys_area_um2 = 127800

[clock_tree]
post_cts_buffers = 0
cts_hold_buf = 0
insertion_delay_ns = 0.94
cts_resized = 0
cts_buffers = 326
cts_tree = "done"
h-tree-depth = 5
cts_buffer_depth = 4
cts.sinks = 2998
root_buffer = "clkbuf_16"
clkTransAtPathRegs_ns = 0.06

[global_route]
track_usage_pct = 32.88
grt_pass1_wl_um = 683200
grt_max_degree = 200
antenna_found_initial = 147
grt_pass1_vias = 87759
grt_overflow_total = 0

[setup_path]
crit_required_ns = 73.81
path_class = "primary input to flop"
worstPathArrival_ns = 19.87
regToRegEndpoint = "array[5][143]"
path_cells = "clkdlybuf4s50_1 > and3_4 > buf_4 > buf_4 > nand2_1 > nand2_4 > buf_4 > buf_4"
critPathMaxStageDelay_ns = 0.78
cp-end-kind = "flop"
cp_slowest_cell = "buf_4"
critPathLaunchType = "primary input"
path_common_cell = "buf_4"
cp-startpoint = "i_enable"
r2r_cells = 9
crit_fanout = 96
r2r_start = "counter[1]"
rrSetupSlack_ns = 66.96
crit_end = "array[5][143]"

[pwr]
p_comb_share_pct = 7.8
ir_drop_v = 0.00001872
p_int_mw = 2.924
clock_power_share_pct = 41.7
p_switching_mw = 0.9408
p_per_area_nw_per_um2 = 26.28
swShare_pct = 24.34
seqPwrFrac_pct = 50.5
p_leak_nw = 60.17

[sta]
finalCritPeriodShare_pct = 26.41
fin_skew_ns = 0.07854
tns_ns = 0
clock.fmax_ghz = 0.05166
relSlewSlack_pct = 28.74
fin_crit_ns = 19.36
worst_pin_slew_ns = 1.061
finalSetupViolCount = 0
holdWs_ns = 0.5346
hold_violations = 0
rsz0062_at_grt = "false"
slew_violations = 0

[floorplan]
boundaryPins = 356
core_region_area_um2 = 317800
chipArea_um2 = 321700
initial_utilization_pct = 40.21
dieHeight_um = 567.2
die_width_um = 567.2
rows = 207

[detailed_routing]
via_per_inst = 6.316
dr_total_vias = 89047
first_pass_iters = 6
drc = 0
ant_nets = 0
wl_per_cell_um = 35.12
drt_wl_total_um = 495100
drt-initial-drc-count = 8004

[hold_path]
holdPathStages = 2
hold_path.class = "flop to flop"

[final_layout]
post-route-util_pct = 46.28
area_growth_pct = 15.10
final_layout_size_suffix_gt1_share_pct = 10.85
final.fill_count = 26505
stdcell_count = 14098

[placed_design]
dp_hpwl_um = 289500
dp.cells = 13224
portBuffers = 355
place.gp.congestion = 0.9571

[job]
maxCapViolCount = 0
warning_count = 73
[through the flow]
stage	worst slack, ns	total power, mW	instance area (um2)
5_1_grt	53.77	3.956	146800
4_1_cts	54.15	3.867	146400
6_report	53.94	3.864	147100
3_3_place_gp	53.40	2.273	136000
3_5_place_dp	53.24	2.280	136000
2_1_floorplan	53.25	2.138	127800
[cell families (layout without fill, tap and decap cells)]
logic type | Yosys count | in the layout | share of synthesized area, %
compound gates | 2109 | 2109 | 12.30
xor+xnor | 2 | 2 | 0.01371
fa+ha+maj | 8 | 8 | 0.07834
buf+inv | 1274 | 1465 | 3.824
flops | 2998 | 2998 | 69.03
mux | 1 | 1 | 0.007834
other cells | 0 | 279 | 0
simple gates | 3056 | 3056 | 14.75
[worst max-delay path, delay by kind of cell]
family,cells,cell delay (ns)
buffers and inverters,5,3.39
AND/OR/NAND/NOR,3,1.57
[cells in the final DEF, fill, tap and decap left out, types with 42 or more instances in the layout]
cell,instances
and3_1,2817
edfxtp_1,2816
a22oi_1,632
buf_4,493
o22ai_1,352
clkdlybuf4s50_1,345
clkbuf_16,335
a22o_1,299
diode_2,279
o21ai_0,183
dfxtp_1,181
a221oi_1,176
a31oi_1,124
a222oi_1,124
nor3_1,87
clkbuf_1,72
clkinv_1,63
o221ai_1,53
o21a_1,52
clkinv_2,52
a2111oi_0,50
nor2_1,42
[state kept, by name (all words and copies together), names as in the netlist]
register	flops
array	2816
o_data	176
o_en	1
counter	5
[power groups by stage]
| stage | registers [mW] | clock network (mW) | logic, mW |
|---|---|---|---|
| 6_report | 1.95 | 1.61 | 0.303 |
| 5_1_grt | 1.96 | 1.69 | 0.315 |
| 4_1_cts | 1.95 | 1.62 | 0.295 |
[worst min-delay path by stage]
stage | startpoint | end | slack (ns)
after CTS | array[10][171] | o_data[61] | 0.54
after global routing | array[14][168] | o_data[14] | 0.58
final | array[10][171] | o_data[61] | 0.53
[area by class of cell]
cell class | count | area (um2) | share of cell area (%)
Sequential cell | 2998 | 88210 | 59.98
Tap cell | 4180 | 5230 | 3.556
Timing Repair Buffer | 861 | 7465 | 5.076
Clock buffer | 428 | 8901 | 6.052
Antenna cell | 279 | 698.2 | 0.4747
Multi-Input combinational cell | 5176 | 35100 | 23.87
Inverter | 9 | 33.78 | 0.02297
Clock inverter | 167 | 1433 | 0.9741
[metal layers]
layer  wire, um  track usage, %  part of all wire [%]
met4      37480           21.45                   7.6
met5       1877           2.246                  0.38
met1     155700           36.40                    31
met3      85580           24.52                    17
met2     214400           44.44                    43
Power and IR drop assume default switching activity.
