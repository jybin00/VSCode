==> flow/run.sh <==
#!/bin/bash
# OpenROAD 26Q1-2900-gdf79404cd8, Yosys 0.63+post, stock flow scripts
make -C /OpenROAD-flow-scripts/flow DESIGN_CONFIG=/design/flow/config.mk WORK_HOME=/design/flow/orfs finish
==> flow/design.v <==
module direct_filt(direct_out, direct_in, clk, rstn);
    output signed[22-1:0] direct_out;
    wire signed[26-1:0] temp_out;
    input signed [12-1:0] direct_in;
    input clk, rstn;
    wire signed [12-1:0] x1, x1_1, x1_2, x1_3;
    wire signed [16-1:0] x2, x2_1, x2_2, x2_3, x2_4;
    wire signed [13-1:0] x3, x3_1, x3_2;
    wire signed [16-1:0] x4, x4_1, x4_2, x4_3;
    D_FF_12bit FF01(x1, direct_in, clk, rstn);
    D_FF_12bit FF11(x1_1, x1, clk, rstn);
    D_FF_12bit FF12(x1_2, x1_1, clk, rstn);
    D_FF_12bit FF13(x1_3, x1_2, clk, rstn);
    assign x2 = (x1 <<< 3) + x1;     
    assign x3 = x1 + x1_2;           
    assign x4 = (x1 <<< 3) - x1;     
    D_FF_16bit FF021(x2_1, x2, clk, rstn);
    D_FF_16bit FF022(x2_2, x2_1, clk, rstn);
    D_FF_16bit FF023(x2_3, x2_2, clk, rstn);
    D_FF_16bit FF024(x2_4, x2_3, clk, rstn);
    D_FF_13bit FF031(x3_1, x3, clk, rstn);
    D_FF_13bit FF032(x3_2, x3_1, clk, rstn);
    D_FF_16bit FF041(x4_1, x4, clk, rstn);
    D_FF_16bit FF042(x4_2, x4_1, clk, rstn);
    D_FF_16bit FF043(x4_3, x4_2, clk, rstn);
    wire signed [18-1:0] x1_out; 
    wire signed [24-1:0] x2_out; 
    wire signed [26-1:0] x3_out; 
    wire signed [26-1:0] x4_out;  
    assign x1_out = x1_1 + (x1_3 <<< 5);  
    assign x2_out = (x2 <<< 6) + (x2_4 <<< 6) + (x2_4 <<< 1);  
    assign x3_out = x3 + (x3_2 <<< 10);  
    assign x4_out = (x4 <<< 2) + (x4_1 <<< 2) + (x4_2 <<< 2) - (x4_1 <<< 7)  - (x4_3 <<< 7) ;    
    assign temp_out = x1_out + x2_out + x3_out + x4_out;
    wire signed [22-1:0] mul_out;
    assign mul_out = temp_out[25-1:3] + {1'b0 , temp_out[2]};
    D_FF_22bit FFout(direct_out, mul_out, clk, rstn);
endmodule
module D_FF_22bit (FF_out, FF_in, clk, rstn);
    output signed [22-1:0] FF_out;
    input signed [22-1:0] FF_in;
    input clk, rstn;
    reg signed [22-1:0] FF_out;
    always @ (posedge clk) begin
        if(~rstn)
            FF_out <= 1'b0;
        else 
            FF_out <= FF_in;
    end
endmodule
module D_FF_12bit (FF_out, FF_in, clk, rstn);
    output signed [12-1:0] FF_out;
    input signed [12-1:0] FF_in;
    input clk, rstn;
    reg signed [12-1:0] FF_out;
    always @ (posedge clk) begin
        if(~rstn)
            FF_out <= 1'b0;
        else 
            FF_out <= FF_in;
    end
endmodule
module D_FF_13bit (FF_out, FF_in, clk, rstn);
    output signed [13-1:0] FF_out;
    input signed [13-1:0] FF_in;
    input clk, rstn;
    reg signed [13-1:0] FF_out;
    always @ (posedge clk) begin
        if(~rstn)
            FF_out <= 1'b0;
        else 
            FF_out <= FF_in;
    end
endmodule
module D_FF_16bit (FF_out, FF_in, clk, rstn);
    output signed [16-1:0] FF_out;
    input signed [16-1:0] FF_in;
    input clk, rstn;
    reg signed [16-1:0] FF_out;
    always @ (posedge clk) begin
        if(~rstn)
            FF_out <= 1'b0;
        else 
            FF_out <= FF_in;
    end
endmodule
module D_FF_15bit (FF_out, FF_in, clk, rstn);
    output signed [15-1:0] FF_out;
    input signed [15-1:0] FF_in;
    input clk, rstn;
    reg signed [15-1:0] FF_out;
    always @ (posedge clk) begin
        if(~rstn)
            FF_out <= 1'b0;
        else 
            FF_out <= FF_in;
    end
endmodule
==> flow/config.mk <==
export PLATFORM = sky130hd
export DESIGN_NAME = direct_filt
export DESIGN_NICKNAME = direct_filt
export VERILOG_FILES = /design/flow/design.v
export SDC_FILE = /design/flow/constraint.sdc
export NUM_CORES = 4
export LEC_CHECK = 1
export CORE_UTILIZATION = 40
==> flow/constraint.sdc <==
current_design direct_filt

set clk_period 17.1
set clk_io_pct 0.2

create_clock -name clk0 -period $clk_period [get_ports {clk}]

set non_clock_inputs [all_inputs -no_clocks]
set_input_delay [expr $clk_period * $clk_io_pct] -clock clk0 $non_clock_inputs
set_output_delay [expr $clk_period * $clk_io_pct] -clock clk0 [all_outputs]
==> run_results.csv <==
group,metric,value,unit
outcome,status,"completed",
route,m1WireLength,12000,µm
route,routed_wl,25300,µm
yosys,synth-main-ff-cell,"dfxtp_1",
clock_network,ctsLongestPathBuffers,2,
worst_setup_path,max_stage_delay,670,ps
grt,antenna_found_initial,0,
grt,grt_pass1_vias,8362,
worst_setup_path,ff2ff_path_depth,28,
final_timing,fin_crit_sh,48.9,%
floorplanning,die_w,183,µm
final_timing,drv_slew,0,
grt,grt_start_max_net_pins,91,
floorplanning,ios,36,
worst_setup_path,critPathRequiredTime,17430,ps
route,met2_length,11100,µm
placed_design,place.gp.congestion,0.880,
worst_setup_path,endpoint_kind,"flip-flop",
final_timing,fin_skew,8.49,ps
yosys,edf_count,0,
final_timing,fin_setup_tns,0,ps
hold_path,worstHoldPathCells,1,
layout,syn2layout_area_growth,10.7,%
clock_network,clk-insertion-delay-late,440,ps
clock_network,cts_tree,"built",
route,firstDrtPassIters,4,
layout,design_area,0.0145,mm²
clock_network,root_buffer,"clkbuf_16",
hold_path,hold_path.class,"reg -> reg",
final_timing,max_freq,0.120,GHz
yosys,ys_seq_share,29.6,%
route,wl_per_cell,13.9,µm
final_timing,layout_setup_ws,8730,ps
route,viasPerCell,4.40,
grt,grt_usage,17.3,%
clock_network,cts_sinks,193,
route,dr.max_layer_used,"met4",
route,ant_nets,0,
worst_setup_path,path_class,"reg -> reg",
job,max_cap_violations,0,
clock_network,hold_buffers,0,
worst_setup_path,crit_fanout,12,
final_timing,tightest_slew,773,ps
final_timing,slew-limit-headroom,48.5,%
yosys,syn_area,0.0131,mm²
route,drc,0,
floorplanning,die_y,183,µm
layout,drive_gt1_share,4.06,%
placed_design,io_buffers,35,
yosys,ys_chip_area,0.0131,mm²
grt,grt_pass1_wl,42300,µm
grt,gr-total-overflow,0,
worst_setup_path,worst_ep_arrival_time,8700,ps
yosys,async_reset_ff_share,0,%
floorplanning,fp_util,41.1,%
route,dr.first_iter.drc_count,387,
job,tool_warnings,36,
placed_design,dpl.hpwl,20400,µm
final_timing,finalSetupViolations,0,
yosys,synth_warnings,4,
yosys,avgSynthCellArea,9.73,µm²
floorplanning,die_area,0.0334,mm²
floorplanning,core,0.0318,mm²
worst_setup_path,crit_top_cell,"fa_1",
yosys,yosysUniqueCellTypes,71,
placed_design,place_area,0.0138,mm²
floorplanning,placementRows,65,
yosys,synth_flops,193,
route,wl_met3,1930,µm
worst_setup_path,cp-start-kind,"flip-flop",
final_timing,rsz0062_at_grt,"false",
clock_network,cts_setup_buffers,0,
route,num_vias,7984,
placed_design,post-place-ws,8760,ps
yosys,ys_cells,1342,
yosys,syn-instance-count,1342,
route,diodes,0,
worst_setup_path,cpMaxStageDelayCell,"o21a_1",
clock_network,clkSlewWorstSetupHoldPaths,70,ps
clock_network,post_cts_resized,0,
clock_network,cts_buffers,17,
final_timing,min_period,8370,ps
final_timing,hold_viol,0,
clock_network,htreeDepth,4,
state kept, by name (all words and copies together), names as in the netlist, 12 cells and up:
register and flops:
FF01.FF_out 12, FF021.FF_out 12, FF022.FF_out 12, FF023.FF_out 12, FF024.FF_out 16, FF031.FF_out 13
FF032.FF_out 13, FF041.FF_out 16, FF042.FF_out 16, FF043.FF_out 16, FFout.FF_out 22
routing by layer:
layer  vias to the layer above  global-route usage [%]
met1                      3731                    25.8
li1                       4063                       -
met2                       175                    26.4
met5                         -                       0
met4                         0                    1.55
met3                        15                    6.16
critical path, delay by kind of cell, from the launching register on:
family | cells | cell delay [ps]
AOI/OAI and AO/OA | 11 | 2260
adders and majority gates | 7 | 3550
buffers and inverters | 4 | 310
DFF | 1 | 550
and+or+nand+nor | 6 | 1590
final timing paths:
| kind | start | end | slack, ps |
|---|---|---|---|
| worst max-delay path | FF01.FF_out[1] | FFout.FF_out[21] | 8730 |
| worst min-delay path | FF031.FF_out[0] | FF032.FF_out[0] | 430 |
| worst max register to register | FF01.FF_out[1] | FFout.FF_out[21] | 8730 |
| worst min register to register | FF031.FF_out[0] | FF032.FF_out[0] | 430 |
placed cells by master (no fill, tap or decap), types with 5 or more instances in the layout:
cell / synthesis / final
clkdlybuf4s50_1: 0 / 34
nand2b_1: 12 / 12
xnor2_1: 44 / 44
nand3_1: 14 / 14
dfxtp_1: 193 / 193
inv_1: 350 / 349
ha_1: 80 / 80
nor2_1: 105 / 105
nor2b_1: 9 / 9
o21a_1: 6 / 6
nor3_1: 14 / 14
nand2_1: 28 / 28
nand4_1: 6 / 6
a21o_1: 9 / 9
fa_1: 179 / 179
and2_1: 107 / 107
xor2_1: 20 / 20
clkbuf_16: 0 / 17
o21ai_0: 20 / 20
o21bai_1: 5 / 5
a21oi_1: 28 / 28
a211o_1: 6 / 6
cell type report:
class | instances | area [µm²]
well taps | 435 | 544
clock buffers | 18 | 429
multi-input cells | 768 | 7750
repair buffers | 39 | 375
flip-flops and latches | 193 | 3860
fillers | 2962 | 17300
clock inverters | 13 | 179
inverters | 350 | 1310
Yosys cell counts, types with 12 or more instances:
master / n / area, µm²
a21oi_1: 28 / 140
and2_1: 107 / 669
clkbuf_1: 23 / 86.3
dfxtp_1: 193 / 3860
fa_1: 179 / 3580
ha_1: 80 / 1000
inv_1: 350 / 1310
nand2_1: 28 / 105
nand2b_1: 12 / 75.1
nand3_1: 14 / 70.1
nor2_1: 105 / 394
nor3_1: 14 / 70.1
o21ai_0: 20 / 100
xnor2_1: 44 / 385
xor2_1: 20 / 175
stage by stage:
stage	utilization (%)	std cells	hold WS, ps
6_report	45.5	1816	433
3_3_place_gp	43.5	1785	413
4_1_cts	45.5	1816	433
5_1_grt	45.5	1816	444
3_5_place_dp	43.5	1785	417
2_1_floorplan	-	1342	406
logic make-up (layout without fill, tap and decap cells):
| group | Yosys count | count (layout) | share of synthesized area, % |
|---|---|---|---|
| adders and majority gates | 259 | 259 | 35.1 |
| xor gates and xnor gates | 64 | 64 | 4.29 |
| and+or+nand+nor | 327 | 327 | 13.5 |
| AOI/OAI and AO/OA | 113 | 113 | 6.09 |
| DFF | 193 | 193 | 29.6 |
| muxes | 5 | 5 | 0.393 |
| buffers and inverters | 381 | 420 | 11.0 |
