`/design/flow/design.v`:
```
module tpmem_st2_trunc
#( parameter BW = 12 )
(  input        [16*BW-1:0]	i_data,
   input	   	            i_enable,
   input 	   	            i_clk,
   input	   	            i_Reset,
   output reg   [16*BW-1:0] o_data,
   output reg	            o_en
);
reg [5-1:0]         counter;
reg [16*BW-1:0]     array         [12-1:0];
reg [12*BW-1:0]     a_t           [4-1:0];
reg [16*BW-1:0]     data_out;
wire [16*BW-1:0]    col     [16-1:0];
wire [4-1:0]        index = counter[4-1:0] ;
wire [16*BW-1:0]    w_data;
wire	            w_en;
always@(posedge i_clk) begin
    if(~i_Reset) begin
        counter <= 5'b0;
        o_data  <= {BW{16'b0}};
        o_en    <= 1'b0; 
    end
    else begin
        o_data  <= w_data ;
        o_en    <= w_en ;
        if(i_enable) 
            counter     <= counter + 5'b1;
        else begin  
            if(counter[4]==1'b1) counter <= counter + 5'b1;
    	    else counter <= counter ;
    	end
    end
end
always@(posedge i_clk) begin
    if(~i_Reset) begin
        a_t  [ 3] <= {BW{8'b0}};
        a_t  [ 2] <= {BW{8'b0}};
        a_t  [ 1] <= {BW{8'b0}};
        a_t  [ 0] <= {BW{8'b0}};
        array[11] <= {BW{8'b0}};
        array[10] <= {BW{8'b0}};
        array[ 9] <= {BW{8'b0}};
        array[ 8] <= {BW{8'b0}};
        array[ 7] <= {BW{8'b0}};
        array[ 6] <= {BW{8'b0}};
        array[ 5] <= {BW{8'b0}};
        array[ 4] <= {BW{8'b0}};
        array[ 3] <= {BW{8'b0}};
        array[ 2] <= {BW{8'b0}};
        array[ 1] <= {BW{8'b0}};
        array[ 0] <= {BW{8'b0}};
    end
    else begin
        if(i_enable) begin
            if (index < 4'b1100) begin
                array[index] <= i_data ;
            end
            else begin
                a_t[index-11] <= i_data[16*BW-1 :4*BW] ;
            end
        end
    end
end
assign col[ 0] = {{array[0][16*BW-1:15*BW]},{array[1][16*BW-1:15*BW]},{array[2][16*BW-1:15*BW]},{array[3][16*BW-1:15*BW]},{array[4][16*BW-1:15*BW]},{array[5][16*BW-1:15*BW]},{array[6][16*BW-1:15*BW]},{array[7][16*BW-1:15*BW]},{array[8][16*BW-1:15*BW]},{array[9][16*BW-1:15*BW]},{array[10][16*BW-1:15*BW]},{array[11][16*BW-1:15*BW]},{a_t[0][12*BW-1:11*BW]},{a_t[1][12*BW-1:11*BW]},{a_t[2][12*BW-1:11*BW]},{a_t[3][12*BW-1:11*BW]}} ; 
assign col[ 1] = {{array[0][15*BW-1:14*BW]},{array[1][15*BW-1:14*BW]},{array[2][15*BW-1:14*BW]},{array[3][15*BW-1:14*BW]},{array[4][15*BW-1:14*BW]},{array[5][15*BW-1:14*BW]},{array[6][15*BW-1:14*BW]},{array[7][15*BW-1:14*BW]},{array[8][15*BW-1:14*BW]},{array[9][15*BW-1:14*BW]},{array[10][15*BW-1:14*BW]},{array[11][15*BW-1:14*BW]},{a_t[0][11*BW-1:10*BW]},{a_t[1][11*BW-1:10*BW]},{a_t[2][11*BW-1:10*BW]},{a_t[3][11*BW-1:10*BW]}} ; 
assign col[ 2] = {{array[0][14*BW-1:13*BW]},{array[1][14*BW-1:13*BW]},{array[2][14*BW-1:13*BW]},{array[3][14*BW-1:13*BW]},{array[4][14*BW-1:13*BW]},{array[5][14*BW-1:13*BW]},{array[6][14*BW-1:13*BW]},{array[7][14*BW-1:13*BW]},{array[8][14*BW-1:13*BW]},{array[9][14*BW-1:13*BW]},{array[10][14*BW-1:13*BW]},{array[11][14*BW-1:13*BW]},{a_t[0][10*BW-1: 9*BW]},{a_t[1][10*BW-1: 9*BW]},{a_t[2][10*BW-1: 9*BW]},{a_t[3][10*BW-1: 9*BW]}} ; 
assign col[ 3] = {{array[0][13*BW-1:12*BW]},{array[1][13*BW-1:12*BW]},{array[2][13*BW-1:12*BW]},{array[3][13*BW-1:12*BW]},{array[4][13*BW-1:12*BW]},{array[5][13*BW-1:12*BW]},{array[6][13*BW-1:12*BW]},{array[7][13*BW-1:12*BW]},{array[8][13*BW-1:12*BW]},{array[9][13*BW-1:12*BW]},{array[10][13*BW-1:12*BW]},{array[11][13*BW-1:12*BW]},{a_t[0][ 9*BW-1: 8*BW]},{a_t[1][ 9*BW-1: 8*BW]},{a_t[2][ 9*BW-1: 8*BW]},{a_t[3][ 9*BW-1: 8*BW]}} ; 
assign col[ 4] = {{array[0][12*BW-1:11*BW]},{array[1][12*BW-1:11*BW]},{array[2][12*BW-1:11*BW]},{array[3][12*BW-1:11*BW]},{array[4][12*BW-1:11*BW]},{array[5][12*BW-1:11*BW]},{array[6][12*BW-1:11*BW]},{array[7][12*BW-1:11*BW]},{array[8][12*BW-1:11*BW]},{array[9][12*BW-1:11*BW]},{array[10][12*BW-1:11*BW]},{array[11][12*BW-1:11*BW]},{a_t[0][ 8*BW-1: 7*BW]},{a_t[1][ 8*BW-1: 7*BW]},{a_t[2][ 8*BW-1: 7*BW]},{a_t[3][ 8*BW-1: 7*BW]}} ; 
assign col[ 5] = {{array[0][11*BW-1:10*BW]},{array[1][11*BW-1:10*BW]},{array[2][11*BW-1:10*BW]},{array[3][11*BW-1:10*BW]},{array[4][11*BW-1:10*BW]},{array[5][11*BW-1:10*BW]},{array[6][11*BW-1:10*BW]},{array[7][11*BW-1:10*BW]},{array[8][11*BW-1:10*BW]},{array[9][11*BW-1:10*BW]},{array[10][11*BW-1:10*BW]},{array[11][11*BW-1:10*BW]},{a_t[0][ 7*BW-1: 6*BW]},{a_t[1][ 7*BW-1: 6*BW]},{a_t[2][ 7*BW-1: 6*BW]},{a_t[3][ 7*BW-1: 6*BW]}} ; 
assign col[ 6] = {{array[0][10*BW-1: 9*BW]},{array[1][10*BW-1: 9*BW]},{array[2][10*BW-1: 9*BW]},{array[3][10*BW-1: 9*BW]},{array[4][10*BW-1: 9*BW]},{array[5][10*BW-1: 9*BW]},{array[6][10*BW-1: 9*BW]},{array[7][10*BW-1: 9*BW]},{array[8][10*BW-1: 9*BW]},{array[9][10*BW-1: 9*BW]},{array[10][10*BW-1: 9*BW]},{array[11][10*BW-1: 9*BW]},{a_t[0][ 6*BW-1: 5*BW]},{a_t[1][ 6*BW-1: 5*BW]},{a_t[2][ 6*BW-1: 5*BW]},{a_t[3][ 6*BW-1: 5*BW]}} ;
assign col[ 7] = {{array[0][ 9*BW-1: 8*BW]},{array[1][ 9*BW-1: 8*BW]},{array[2][ 9*BW-1: 8*BW]},{array[3][ 9*BW-1: 8*BW]},{array[4][ 9*BW-1: 8*BW]},{array[5][ 9*BW-1: 8*BW]},{array[6][ 9*BW-1: 8*BW]},{array[7][ 9*BW-1: 8*BW]},{array[8][ 9*BW-1: 8*BW]},{array[9][ 9*BW-1: 8*BW]},{array[10][ 9*BW-1: 8*BW]},{array[11][ 9*BW-1: 8*BW]},{a_t[0][ 5*BW-1: 4*BW]},{a_t[1][ 5*BW-1: 4*BW]},{a_t[2][ 5*BW-1: 4*BW]},{a_t[3][ 5*BW-1: 4*BW]}} ;
assign col[ 8] = {{array[0][ 8*BW-1: 7*BW]},{array[1][ 8*BW-1: 7*BW]},{array[2][ 8*BW-1: 7*BW]},{array[3][ 8*BW-1: 7*BW]},{array[4][ 8*BW-1: 7*BW]},{array[5][ 8*BW-1: 7*BW]},{array[6][ 8*BW-1: 7*BW]},{array[7][ 8*BW-1: 7*BW]},{array[8][ 8*BW-1: 7*BW]},{array[9][ 8*BW-1: 7*BW]},{array[10][ 8*BW-1: 7*BW]},{array[11][ 8*BW-1: 7*BW]},{a_t[0][ 4*BW-1: 3*BW]},{a_t[1][ 4*BW-1: 3*BW]},{a_t[2][ 4*BW-1: 3*BW]},{a_t[3][ 4*BW-1: 3*BW]}} ; 
assign col[ 9] = {{array[0][ 7*BW-1: 6*BW]},{array[1][ 7*BW-1: 6*BW]},{array[2][ 7*BW-1: 6*BW]},{array[3][ 7*BW-1: 6*BW]},{array[4][ 7*BW-1: 6*BW]},{array[5][ 7*BW-1: 6*BW]},{array[6][ 7*BW-1: 6*BW]},{array[7][ 7*BW-1: 6*BW]},{array[8][ 7*BW-1: 6*BW]},{array[9][ 7*BW-1: 6*BW]},{array[10][ 7*BW-1: 6*BW]},{array[11][ 7*BW-1: 6*BW]},{a_t[0][ 3*BW-1: 2*BW]},{a_t[1][ 3*BW-1: 2*BW]},{a_t[2][ 3*BW-1: 2*BW]},{a_t[3][ 3*BW-1: 2*BW]}} ; 
assign col[10] = {{array[0][ 6*BW-1: 5*BW]},{array[1][ 6*BW-1: 5*BW]},{array[2][ 6*BW-1: 5*BW]},{array[3][ 6*BW-1: 5*BW]},{array[4][ 6*BW-1: 5*BW]},{array[5][ 6*BW-1: 5*BW]},{array[6][ 6*BW-1: 5*BW]},{array[7][ 6*BW-1: 5*BW]},{array[8][ 6*BW-1: 5*BW]},{array[9][ 6*BW-1: 5*BW]},{array[10][ 6*BW-1: 5*BW]},{array[11][ 6*BW-1: 5*BW]},{a_t[0][ 2*BW-1: 1*BW]},{a_t[1][ 2*BW-1: 1*BW]},{a_t[2][ 2*BW-1: 1*BW]},{a_t[3][ 2*BW-1: 1*BW]}} ;
assign col[11] = {{array[0][ 5*BW-1: 4*BW]},{array[1][ 5*BW-1: 4*BW]},{array[2][ 5*BW-1: 4*BW]},{array[3][ 5*BW-1: 4*BW]},{array[4][ 5*BW-1: 4*BW]},{array[5][ 5*BW-1: 4*BW]},{array[6][ 5*BW-1: 4*BW]},{array[7][ 5*BW-1: 4*BW]},{array[8][ 5*BW-1: 4*BW]},{array[9][ 5*BW-1: 4*BW]},{array[10][ 5*BW-1: 4*BW]},{array[11][ 5*BW-1: 4*BW]},{a_t[0][ 1*BW-1: 0*BW]},{a_t[1][ 1*BW-1: 0*BW]},{a_t[2][ 1*BW-1: 0*BW]},{a_t[3][ 1*BW-1: 0*BW]}} ;
assign col[12] = {{array[0][ 4*BW-1: 3*BW]},{array[1][ 4*BW-1: 3*BW]},{array[2][ 4*BW-1: 3*BW]},{array[3][ 4*BW-1: 3*BW]},{array[4][ 4*BW-1: 3*BW]},{array[5][ 4*BW-1: 3*BW]},{array[6][ 4*BW-1: 3*BW]},{array[7][ 4*BW-1: 3*BW]},{array[8][ 4*BW-1: 3*BW]},{array[9][ 4*BW-1: 3*BW]},{array[10][ 4*BW-1: 3*BW]},{array[11][ 4*BW-1: 3*BW]}, {{12'b0}},              {{12'b0}},              {{12'b0}},              {{12'b0}}};
assign col[13] = {{array[0][ 3*BW-1: 2*BW]},{array[1][ 3*BW-1: 2*BW]},{array[2][ 3*BW-1: 2*BW]},{array[3][ 3*BW-1: 2*BW]},{array[4][ 3*BW-1: 2*BW]},{array[5][ 3*BW-1: 2*BW]},{array[6][ 3*BW-1: 2*BW]},{array[7][ 3*BW-1: 2*BW]},{array[8][ 3*BW-1: 2*BW]},{array[9][ 3*BW-1: 2*BW]},{array[10][ 3*BW-1: 2*BW]},{array[11][ 3*BW-1: 2*BW]}, {{12'b0}},              {{12'b0}},              {{12'b0}},              {{12'b0}}};
assign col[14] = {{array[0][ 2*BW-1: 1*BW]},{array[1][ 2*BW-1: 1*BW]},{array[2][ 2*BW-1: 1*BW]},{array[3][ 2*BW-1: 1*BW]},{array[4][ 2*BW-1: 1*BW]},{array[5][ 2*BW-1: 1*BW]},{array[6][ 2*BW-1: 1*BW]},{array[7][ 2*BW-1: 1*BW]},{array[8][ 2*BW-1: 1*BW]},{array[9][ 2*BW-1: 1*BW]},{array[10][ 2*BW-1: 1*BW]},{array[11][ 2*BW-1: 1*BW]}, {{12'b0}},              {{12'b0}},              {{12'b0}},              {{12'b0}}};
assign col[15] = {{array[0][ 1*BW-1: 0*BW]},{array[1][ 1*BW-1: 0*BW]},{array[2][ 1*BW-1: 0*BW]},{array[3][ 1*BW-1: 0*BW]},{array[4][ 1*BW-1: 0*BW]},{array[5][ 1*BW-1: 0*BW]},{array[6][ 1*BW-1: 0*BW]},{array[7][ 1*BW-1: 0*BW]},{array[8][ 1*BW-1: 0*BW]},{array[9][ 1*BW-1: 0*BW]},{array[10][ 1*BW-1: 0*BW]},{array[11][ 1*BW-1: 0*BW]}, {{12'b0}},              {{12'b0}},              {{12'b0}},              {{12'b0}}};
always@(*) begin
    if(counter[4]==1'b1) data_out = col[index] ;
    else data_out = {BW{16'b0}}; 
end
assign w_en = counter[4] ;
assign w_data = data_out ; 
endmodule
```
`/design/flow/run.sh`:
```
#!/bin/bash
# OpenROAD 26Q1-2900-gdf79404cd8, Yosys 0.63+post, stock flow scripts
make -C /OpenROAD-flow-scripts/flow DESIGN_CONFIG=/design/flow/config.mk WORK_HOME=/design/flow/orfs finish
```
`/design/flow/config.mk`:
```
export PLATFORM = sky130hd
export DESIGN_NAME = tpmem_st2_trunc
export DESIGN_NICKNAME = tpmem_st2_trunc
export VERILOG_FILES = /design/flow/design.v
export SDC_FILE = /design/flow/constraint.sdc
export NUM_CORES = 4
export LEC_CHECK = 1
export CORE_UTILIZATION = 30
```
`/design/flow/constraint.sdc`:
```
current_design tpmem_st2_trunc

set clk_period 64.2
set clk_io_pct 0.2

create_clock -name clk0 -period $clk_period [get_ports {i_clk}]

set non_clock_inputs [all_inputs -no_clocks]
set_input_delay [expr $clk_period * $clk_io_pct] -clock clk0 $non_clock_inputs
set_output_delay [expr $clk_period * $clk_io_pct] -clock clk0 [all_outputs]
```
==> flow_summary.toml <==
# generated from flow reports
[status]
run_status = "finished with violations"
violations = "antenna rules"

[placement]
gp_routability_congestion = 0.9111
io_buffers = 387
dp_hpwl_mm = 319.6
place_ws_ns = 46.81

[clock_tree]
clock_path_buffers = 4
post_cts_resized = 0
ctsHtreeMaxLevel = 5
post-cts-setup-buffers = 0
worstSkewPairLatency_ns = 0.92
hold_buffers = 0
cts-root-buf = "clkbuf_16"
path_clk_slew_ns = 0.07
cts_buffers = 315
cts_tree = "built"
clock-sinks = 3078

[routing]
via_count = 92340
route.detailed.drc = 0
detail_route.wl_per_cell_um = 32.34
routed_via_density = 5.619
first_iter_violations = 8735
wirelength_mm = 531.5
first_pass_iters = 9
ant_nets = 1

[synthesis]
synth.most_common_cell = "edfxtp_1"
ys_sh_aoi_pct = 11.74
yosys.area.top_type = "edfxtp_1"
ys_sh_xor_pct = 0.01969
synth_stat.cells = 10000
synth_top_area_share_pct = 64.80
yosysUniqueCellTypes = 62
yosysWarningCount = 1
area_leaders = "edfxtp_1 65%, and3_1 11%, clkbuf_1 3.0%, dfxtp_1 3.0%, and2_1 2.7%"
mux_share_pct = 1.510
ys_sh_simple_pct = 15.05
ys_ff = 3078
flop_cell = "edfxtp_1"
top_cells_by_count = "2,880 x edfxtp_1, 2,308 x and3_1, 1,079 x clkbuf_1, 584 x and2_1, 366 x a21oi_1"
synthCells = 10000
top_logic_kind = "simple AND/OR/NAND/NOR gates"
ys_chip_area_mm2 = 0.1335
synth.avg_cell_area_um2 = 13.34
ys_seq_share_pct = 67.77
synthesis.area_mm2 = 0.1335
adder_share_pct = 0.04688
edf_count = 2880
async_reset_ff_share_pct = 0

[grt]
grt_pass1_wl_mm = 721.8
antenna_found_initial = 161
grt_max_degree = 198
grt_usage_pct = 24.59
grt_pass1_vias = 88560
gr-total-overflow = 0

[critical_path]
path_max_fanout = 76
cp-start-kind = "input pin"
endpoint_kind = "flop"
worstSetupPathType = "in -> reg"
critPathBufInv = 6
worstPathRequired_ns = 64.71
cp.arrival_ns = 17.13
critPathTopFamily = "buffers and inverters"
cp_slowest_stage_delay_ns = 0.71
crit_slowest_cell = "and3_4"
cp_cell_sequence = "buf_2 -> buf_4 -> buf_4 -> and3_4 -> buf_4 -> nand2_1 -> nand2_4 -> buf_4 -> buf_4"
crit_top_cell = "buf_4"

[layout]
fill_cells = 41640
syn2layout_area_growth_pct = 15.57
drive_gt1_share_pct = 11.79

[pwr]
ir_worst_vdd_mv = 0.02228
clkPwrFrac_pct = 40.3
combPwrFrac_pct = 8.7
p_per_area_mw_per_mm2 = 29.04
p_total_mw = 4.478
power_leakage_nw = 60.72
switching_share_pct = 24.67
p_int_mw = 3.373
seq_power_share_pct = 51.0
netSwitchingPower_mw = 1.105

[floorplan]
dieArea_mm2 = 0.4475
die_h_um = 669.0
die_w_um = 669.0
rows = 244
core_mm2 = 0.4424
io_pins = 388
initCoreUtil_pct = 30.17

[hold_path]
worstHoldPathType = "reg -> reg"

[timing]
fin_setup_tns_ns = 0
setup_ws_ns = 47.58
hold_violations = 0
fin_crit_ns = 16.62
max_freq_mhz = 60.18
rsz0062_at_grt = "no"
setup_viol = 0
slew_viol_final = 0
tightest_slew_ns = 1.041
slew_headroom_pct = 30.26
fin_skew_ns = 0.07641
finalCritPeriodShare_pct = 25.88

[job]
max-cap-violations = 0
warnings = 115
-- power groups by stage --
| stage | Sequential, mW | Combinational, mW | Clock, mW |
|---|---|---|---|
| after CTS | 2.28 | 0.382 | 1.82 |
| after global routing | 2.29 | 0.401 | 1.89 |
| final | 2.28 | 0.390 | 1.80 |
-- worst register-to-register path: stages, from the launching register on --
cell and delay (ns):
dfxtp_1 0.51, inv_2 0.29, ha_4 0.56, buf_4 0.56, nor3_4 0.11, nand2_4 0.46, buf_4 0.74, buf_4 0.71
buf_4 0.66, o21ai_0 0.18, a21oi_1 0.63
-- routing by layer --
layer,track usage (%),vias to the layer above,wire (µm)
met3,16.94,1268,80240
met1,25.34,45850,169800
met4,15.40,96,32220
met5,3.770,-,2466
met2,35.93,5769,246700
li1,-,39350,-
-- flip-flops by register name, summed over array words and instances (netlist names) --
register  count
o_data      192
a_t         576
counter       5
array      2304
o_en          1
-- final timing paths --
check | start | cells after the start | slack, ns | end
worst max-delay path | i_Reset | 9 | 47.58 | array[5][143]
worst min-delay path | a_t[0][143] | 1 | 0.53 | o_data[47]
worst max register to register | counter[0] | 10 | 58.65 | o_data[65]
worst min register to register | a_t[0][143] | 1 | 0.53 | o_data[47]
-- cell families (layout without fill, tap and decap cells) --
group	after synthesis	in the layout
AND-OR/OR-AND	2074	2074
XOR/XNOR	3	3
adder cells (fa/ha/maj)	5	5
buffers and inverters	1294	1441
flip-flops	3078	3078
multiplexers	179	179
other	0	381
AND/OR/NAND/NOR	3368	3368
-- area by class of cell --
cell class | instances | area, µm² | area share, %
multi-input cells | 5629 | 38230 | 24.79
repair buffers | 869 | 7320 | 4.746
clock buffers | 407 | 8632 | 5.597
inverters | 5 | 23.77 | 0.01541
flip-flops and latches | 3078 | 90450 | 58.65
diodes | 381 | 953.4 | 0.6182
clock inverters | 160 | 1230 | 0.7975
well taps | 5904 | 7387 | 4.790
-- cell usage in the layout, fill, tap and decap left out, types with 42 or more instances in the layout --
cell	count
nand3_1	80
mux2i_1	60
o22a_1	118
diode_2	381
clkinv_1	60
buf_2	72
a21oi_1	364
a22oi_1	266
clkbuf_1	65
o21ai_0	200
a2bb2oi_1	90
a31oi_1	120
mux2_2	92
a311oi_1	42
a22o_1	165
a222oi_1	210
clkbuf_16	328
edfxtp_1	2880
dfxtp_1	196
and3_1	2304
clkdlybuf4s50_1	315
nand2_1	347
clkinv_2	56
and2_1	582
a221oi_1	321
o22ai_1	58
buf_4	467
-- metrics by stage --
| step | cell area [µm²] | util, % | hold slack [ns] | cells |
|---|---|---|---|---|
| after floorplan | 133500 | - | 0.4740 | 10000 |
| after global placement | 143400 | 32.42 | 0.5206 | 15490 |
| after detailed placement | 143400 | 32.42 | 0.5187 | 15490 |
| after CTS | 153300 | 34.65 | 0.5226 | 16050 |
| after global routing | 153800 | 34.76 | 0.5542 | 16250 |
| final | 154200 | 34.86 | 0.5315 | 16430 |
No activity file was given, so power comes from the tool's default toggle rates.
