===== /design/flow/config.mk =====
export PLATFORM = sky130hd
export DESIGN_NAME = Filter1
export DESIGN_NICKNAME = Filter1
export VERILOG_FILES = /design/flow/design.v
export SDC_FILE = /design/flow/constraint.sdc
export NUM_CORES = 4
export LEC_CHECK = 1
export CORE_UTILIZATION = 30

===== /design/flow/constraint.sdc =====
current_design Filter1

set clk_period 19.8
set clk_io_pct 0.2

create_clock -name clk0 -period $clk_period [get_ports {clk}]

set non_clock_inputs [all_inputs -no_clocks]
set_input_delay [expr $clk_period * $clk_io_pct] -clock clk0 $non_clock_inputs
set_output_delay [expr $clk_period * $clk_io_pct] -clock clk0 [all_outputs]

===== /design/flow/design.v =====
module Filter2(trans_out, trans_in, clk, rstn, c0, c1, c2, c3, c4);
    output signed[22-1:0] trans_out;  
    input signed[12-1:0] trans_in;    
    input clk, rstn;
    input signed[12-1:0] c0, c1, c2, c3, c4;  
    wire signed[20-1:0] mul0, mul1, mul2, mul3, mul4;  
    wire signed[12-1:0] x0; 
    d_ff_12bit stage0(x0, trans_in, clk, rstn); 
    wire signed[24-1:0] tmp4;
    assign tmp4 = x0 * c4;
    assign mul4 = tmp4[22:3] + {1'b0, tmp4[2]};
    wire signed[20-1:0] x4; 
    d_ff_20bit stage4(x4, mul4, clk, rstn); 
    wire signed[24-1:0] tmp3;
    assign tmp3 = x0 * c3;
    assign mul3 = tmp3[22:3] + {1'b0, tmp3[2]};
    wire signed[22-1:0] x3, sum3; 
    assign sum3 = x4 + mul3;
    d_ff_22bit stage3(x3, sum3, clk, rstn); 
    wire signed[24-1:0] tmp2;
    assign tmp2 = x0 * c2;
    assign mul2 = tmp2[22:3] + {1'b0, tmp2[2]};
    wire signed[22-1:0] x2, sum2; 
    assign sum2 = x3 + mul2;  
    d_ff_22bit stage2(x2, sum2, clk, rstn);
    wire signed[24-1:0] tmp1;
    assign tmp1 = x0 * c1;
    assign mul1 = tmp1[22:3] + {1'b0, tmp1[2]};
    wire signed[22-1:0] x1, sum1; 
    assign sum1 = x2 + mul1;
    d_ff_22bit stage1(x1, sum1, clk, rstn);
    wire signed[24-1:0] tmp0;
    assign tmp0 = x0 * c0;
    assign mul0 = tmp0[22:3] + {1'b0, tmp0[2]};
    wire signed[22-1:0] trans_out, sum0; 
    assign sum0 = x1 + mul0;
    d_ff_22bit filt_out(trans_out, sum0, clk, rstn);
endmodule
module d_ff_12bit(out, q, clk, rstn);
    output reg[12-1:0] out;
    input [12-1:0] q;
    input clk, rstn;
    always@ (posedge clk)
    begin
        if(rstn == 1'b0) out<= 12'b0;
        else out <= q;
    end
endmodule
module d_ff_22bit(out, q, clk, rstn);
    output reg[22-1:0] out;
    input [22-1:0] q;
    input clk, rstn;
    always@ (posedge clk)
    begin
        if(rstn == 1'b0) out<= 22'b0;
        else out <= q;
    end
endmodule
module d_ff_20bit(out, q, clk, rstn);
    output reg[20-1:0] out;
    input [20-1:0] q;
    input clk, rstn;
    always@ (posedge clk)
    begin
        if(rstn == 1'b0) out<= 20'b0;
        else out <= q;
    end
endmodule
module Filter1(direct_out, direct_in, clk, rstn, c0, c1, c2, c3, c4);
    output signed[22-1:0] direct_out;
    input signed [12-1:0] direct_in;
    input clk, rstn;
    input signed[12-1:0] c0, c1, c2, c3, c4;
    wire signed[12-1:0] x0; 
    d_ff_12bit stage0(x0, direct_in, clk, rstn); 
    wire signed[24-1:0] tmp0; 
    assign tmp0 = x0 * c0;
    wire signed[12-1:0] x1; 
    d_ff_12bit stage1(x1, x0, clk, rstn); 
    wire signed[24-1:0] tmp1; 
    assign tmp1 = x1 * c1;
    wire signed[12-1:0] x2; 
    d_ff_12bit stage2(x2, x1, clk, rstn); 
    wire signed[24-1:0] tmp2; 
    assign tmp2 = x2 * c2;
    wire signed[12-1:0] x3; 
    d_ff_12bit stage3(x3, x2, clk, rstn); 
    wire signed[24-1:0] tmp3; 
    assign tmp3 = x3 * c3;
    wire signed[12-1:0] x4; 
    d_ff_12bit stage4(x4, x3, clk, rstn); 
    wire signed[24-1:0] tmp4; 
    assign tmp4 = x4 * c4;
    wire signed[22-1:0] mul0, mul1, mul2, mul3, mul4;
    assign mul0 = {tmp0[22], tmp0[22], tmp0[22:3] + {1'b0,tmp0[2]}};
    assign mul1 = {tmp1[22], tmp1[22], tmp1[22:3] + {1'b0,tmp1[2]}};
    assign mul2 = {tmp2[22], tmp2[22], tmp2[22:3] + {1'b0,tmp2[2]}};
    assign mul3 = {tmp3[22], tmp3[22], tmp3[22:3] + {1'b0,tmp3[2]}};
    assign mul4 = {tmp4[22], tmp4[22], tmp4[22:3] + {1'b0,tmp4[2]}};
    wire signed[22-1:0] mul_out;
    assign mul_out = mul0 + mul1 + mul2 + mul3 + mul4;
    d_ff_22bit filt_out (direct_out, mul_out, clk, rstn);
endmodule

===== /design/flow/run.sh =====
#!/bin/bash
# OpenROAD 26Q1-2900-gdf79404cd8, Yosys 0.63+post, stock flow scripts
make -C /OpenROAD-flow-scripts/flow DESIGN_CONFIG=/design/flow/config.mk WORK_HOME=/design/flow/orfs finish

==> ci_impl_report.md <==
## Implementation flow summary

| Metric | Value |
|---|---|
| Post-synth regs | 82 |
| Tool warnings | 25 |
| Die area | 111000 sq um |
| FP Rows | 121 |
| Clk latency late pin | 0.37 ns |
| IO Port Bufs | 95 |
| IO Pins | 96 |
| Mean post-synth cell area | 8.87 sq um |
| MaxCap Viol Count | 0 |
| Count of final max-slew check failures | 0 |
| Hold Crit Start | stage1.out[11] |
| Gr ovfl total | 0 |
| Hold Crit Class | register to register |
| All-layer global routing usage | 15.3% |
| Setup crit end kind | register |
| Die Width | 333 microns |
| YS chip area | 32900 sq um |
| Fraction of registers with async set/reset | 0% |
| Top cells excl fill/tap | 883 x inv_1, 732 x fa_1, 467 x nand2_1, 322 x and2_1, 272 x ha_1 |
| Initial Utilization | 30.2% |
| Vias | 23000 |
| Worst hold slack | 0.505 ns |
| Detailed Route WL | 76200 microns |
| Setup TNS | 0 ns |
| Max-Slew Margin vs Limit | 42.7% |
| Initial antenna violation count | 2 |
| CP max-delay cell | clkdlybuf4s50_1 |
| Vias in the first global route | 24400 |
| Cts repair resizes | 0 |
| Critical path startpoint category | primary input |
| WP data required | 20.09 ns |
| DR pass1 iterations | 7 |
| Pin count of the biggest net entering global routing | 49 |
| Tmin final | 13.20 ns |
| Max Fclk | 75.8 MHz |
| Outcome | completed |
| FF-to-FF setup slack | 10.21 ns |
| R2R depth | 32 |
| Yosys warns | 2 |
| Layout cells sized above 1 | 1.25% |
| Gpl congestion | 0.892 |
| Worst-margin pin slew | 0.853 ns |
| Global-route wire length before repair | 129000 microns |
| # hold bufs at CTS | 0 |
| # Post-CTS Setup Buffers | 0 |
| Post-Syn Area | 32900 sq um |
| RSZ-0062 raised after global routing | false |
| Hold EP | stage2.out[11] |
| Synth Seq Share | 4.99% |
| CTS tree | built |
| Hold Crit Depth | 1 |
| Area grow syn2layout | 7.77% |
| Clock buffer depth | 2 |
| WL/cell | 14.9 microns |
| Layout Cells excl Fill | 5107 |
| Fin. Hold Viols | 0 |
| Clock sink total | 82 |
| Top cell excl fill/tap | inv_1 |
| CORE AREA | 109000 sq um |
| Worst r2r dst | filt_out.out[21] |
| Post-Synthesis Cells | 3714 |
| Critical path's largest stage delay | 0.80 ns |
| CP bufs+invs | 6 |
| Placed cells | 5091 |
| Die extent in y | 333 microns |
| CP max FO | 12 |
| Critical Path Most Common Cell | fa_1 |
| DRC viols | 0 |
| Post-synth EDFFs | 0 |
| Post-detail-place hpwl | 65400 microns |
| Critical path type | primary input to register |
| H-Tree Depth | 3 |
| Setup violators final | 0 |
| Clock Tree Root | clkbuf_16 |
| Antenna-violating nets left | 0 |
| WP data arrival | 13.49 ns |
| Drt initial violations | 916 |
| Clk_skew | 0.00701 ns |
| Synth unique cells | 71 |
| ANT cells | 0 |
| TritonCTS Buffers | 9 |
| Clock-pin slew on the worst setup and hold paths | 0.07 ns |
| Ys cells | 3714 |
| CP top delay family | adder cells |
| Ratio of routed vias to standard cells | 4.50 |
| Ys flop type | dfxtp_1 |
| Worst r2r src | stage2.out[7] |
| Final Cycle Share | 66.6% |
==> flip-flops by register name, summed over array words and instances, names as in the netlist <==
| register | cells |
|---|---|
| stage4.out | 12 |
| stage1.out | 12 |
| stage3.out | 12 |
| stage0.out | 12 |
| stage2.out | 12 |
| filt_out.out | 22 |
==> final cells by class <==
| cell class | count | area, sq um |
|---|---|---|
| timing repair buffer | 101 | 991 |
| multi-input combinational | 2611 | 27500 |
| clock inverter | 7 | 92.6 |
| sequential | 82 | 1640 |
| fill | 11000 | 73400 |
| inverter | 883 | 3310 |
| clock buffer | 9 | 225 |
| tap | 1414 | 1770 |
==> worst max path at each step <==
stage	depth (start not counted)	endpoint	slack (ns)	start
final	32	filt_out.out[21]	6.60	c1[3]
after global routing	32	filt_out.out[21]	6.04	c1[3]
after CTS	35	filt_out.out[21]	6.59	c2[0]
==> through the flow <==
step	instance area, sq um	util [%]	setup WS, ns
detailed placement	35200	32.3	6.24
global placement	35200	32.3	6.24
floorplan	32900	-	7.69
finish	35500	32.6	6.60
CTS	35500	32.6	6.59
global route	35500	32.6	6.04
==> cell usage after synthesis (3+ instances only) <==
library cell	instances	area (sq um)
a2111oi_0	4	35.0
a211o_1	4	35.0
a211oi_1	16	120
a21boi_0	3	22.5
a21o_1	28	210
a21oi_1	52	260
a22o_1	3	26.3
a22oi_1	3	22.5
a311oi_1	4	35.0
a31o_2	5	43.8
a31oi_1	7	43.8
and2_1	322	2010
and3_1	23	144
and3b_1	4	35.0
and4_1	5	43.8
clkbuf_1	137	514
dfxtp_1	82	1640
fa_1	732	14700
ha_1	272	3400
inv_1	883	3310
nand2_1	467	1750
nand2b_1	53	332
nand3_1	45	225
nand4_1	16	100
nor2_1	79	297
nor2b_1	21	131
nor3_1	41	205
nor3b_1	5	37.5
nor4b_1	4	35.0
o211ai_1	14	105
o21a_1	21	158
o21ai_0	46	230
o21ai_1	7	35.0
o21bai_1	8	60.1
o311ai_0	3	26.3
o31ai_1	6	45.0
o41ai_1	3	26.3
or2_2	4	25.0
or3_1	15	93.8
or3_4	3	33.8
xnor2_1	158	1380
xor2_1	66	578
==> kinds of logic after synthesis <==
kind of cell               after synthesis  synth area share, %
and+or+nand+nor                       1120                 17.1
AOI/OAI and AO/OA                      259                 5.37
muxes                                    3               0.0950
buffers and inverters                 1021                 11.6
DFF                                     82                 4.99
xor gates and xnor gates               225                 6.01
adders and majority gates             1004                 54.8
==> per-layer routing <==
| metal | global-route usage [%] | vias to the layer above | share of wire, % |
|---|---|---|---|
| li1 | - | 11000 | - |
| met1 | 21.1 | 11400 | 42 |
| met2 | 25.1 | 539 | 49 |
| met3 | 4.66 | 51 | 7.4 |
| met4 | 1.45 | 6 | 1.1 |
| met5 | 0.825 | - | 0.19 |
