**flow/run.sh**
```bash
#!/bin/bash
# OpenROAD 26Q1-2900-gdf79404cd8, Yosys 0.63+post, stock flow scripts
make -C /OpenROAD-flow-scripts/flow DESIGN_CONFIG=/design/flow/config.mk WORK_HOME=/design/flow/orfs finish
```
**flow/config.mk**
```make
export PLATFORM = sky130hd
export DESIGN_NAME = Filter2
export DESIGN_NICKNAME = Filter2
export VERILOG_FILES = /design/flow/design.v
export SDC_FILE = /design/flow/constraint.sdc
export NUM_CORES = 4
export LEC_CHECK = 1
export CORE_UTILIZATION = 40
```
**flow/constraint.sdc**
```tcl
current_design Filter2

set clk_period 17.8
set clk_io_pct 0.2

create_clock -name clk0 -period $clk_period [get_ports {clk}]

set non_clock_inputs [all_inputs -no_clocks]
set_input_delay [expr $clk_period * $clk_io_pct] -clock clk0 $non_clock_inputs
set_output_delay [expr $clk_period * $clk_io_pct] -clock clk0 [all_outputs]
```
**flow/design.v**
```verilog
module Filter2(trans_out, trans_in, clk, rstn, c0, c1, c2, c3, c4);
    output signed[22-1:0] trans_out;  
    input signed[12-1:0] trans_in;    
    input clk, rstn;
    input signed[12-1:0] c0, c1, c2, c3, c4;  
    wire signed[20-1:0] mul0, mul1, mul2, mul3, mul4;  
    wire signed[12-1:0] x0; 
    d_ff_12bit stage0(x0, trans_in, clk, rstn); 
    wire signed[24-1:0] tmp4;
    assign tmp4 = x0 * c4;
    assign mul4 = tmp4[22:3] + {1'b0, tmp4[2]};
    wire signed[20-1:0] x4; 
    d_ff_20bit stage4(x4, mul4, clk, rstn); 
    wire signed[24-1:0] tmp3;
    assign tmp3 = x0 * c3;
    assign mul3 = tmp3[22:3] + {1'b0, tmp3[2]};
    wire signed[22-1:0] x3, sum3; 
    assign sum3 = x4 + mul3;
    d_ff_22bit stage3(x3, sum3, clk, rstn); 
    wire signed[24-1:0] tmp2;
    assign tmp2 = x0 * c2;
    assign mul2 = tmp2[22:3] + {1'b0, tmp2[2]};
    wire signed[22-1:0] x2, sum2; 
    assign sum2 = x3 + mul2;  
    d_ff_22bit stage2(x2, sum2, clk, rstn);
    wire signed[24-1:0] tmp1;
    assign tmp1 = x0 * c1;
    assign mul1 = tmp1[22:3] + {1'b0, tmp1[2]};
    wire signed[22-1:0] x1, sum1; 
    assign sum1 = x2 + mul1;
    d_ff_22bit stage1(x1, sum1, clk, rstn);
    wire signed[24-1:0] tmp0;
    assign tmp0 = x0 * c0;
    assign mul0 = tmp0[22:3] + {1'b0, tmp0[2]};
    wire signed[22-1:0] trans_out, sum0; 
    assign sum0 = x1 + mul0;
    d_ff_22bit filt_out(trans_out, sum0, clk, rstn);
endmodule
module d_ff_12bit(out, q, clk, rstn);
    output reg[12-1:0] out;
    input [12-1:0] q;
    input clk, rstn;
    always@ (posedge clk)
    begin
        if(rstn == 1'b0) out<= 12'b0;
        else out <= q;
    end
endmodule
module d_ff_22bit(out, q, clk, rstn);
    output reg[22-1:0] out;
    input [22-1:0] q;
    input clk, rstn;
    always@ (posedge clk)
    begin
        if(rstn == 1'b0) out<= 22'b0;
        else out <= q;
    end
endmodule
module d_ff_20bit(out, q, clk, rstn);
    output reg[20-1:0] out;
    input [20-1:0] q;
    input clk, rstn;
    always@ (posedge clk)
    begin
        if(rstn == 1'b0) out<= 20'b0;
        else out <= q;
    end
endmodule
```
==> run summary <==
Notes on the flow run.

- The largest clock skew in the final design is 11.62 ps, for reference.
- The biggest area consumer among synthesized cells is fa_1, for reference.
- The number of setup buffers added after CTS is 0, for reference.
- The transition time recorded at the tightest slew-check pin is 779.3 ps.
- For reference, the post-synthesis area per instance comes to 8.628 um2.
- The critical path start-end classification is input port to flop, for reference.
- STA classifies the critical path startpoint as an input port.
- In this run the maximum-capacitance check reported violations numbering 0.
- The first global-routing pass estimated 138,300 um of wire.
- The number of design rule violations left after detail routing is 0, for reference.
- Looking at hold timing, the worst path starts from stage2.out[0].
- The number of logged tool warnings is 29, for reference.
- Per the synth stats, the proportion of register bits with asynchronous set or reset is 0%.
- The final routed wire length divided by cell count is 15.63 um, for reference.
- The final antenna-violating net count is 0, for reference.
- The count of boundary I/O pins is 96, for reference.
- In the synthesis report, Yosys lists the chip area as 35,110 um2.
- The post-route report lists met1 wire length as 37,530 um.
- The critical-path maximum fanout is 12, for reference.
- The total half-perimeter wirelength after legalization and detailed placement is 67,270 um, for reference.
- The wire length on met3 is 6874 um, for reference.
- The area used by sequential logic in the layout is 2397 um2, for reference.
- The number of buffer and inverter stages on the critical path is 5, for reference.
- The wire length after detailed routing is 81,530 um, for reference.
- Setup repair after global routing left no endpoint under its margin.
- The cell family with the largest share of critical-path delay is adder cells, for reference.
- The final cycle utilization of the critical path is 61.75%, for reference.
- Per the layout area report, the combinational gate area comes to 28,960 um2.
- The cell area after placement is 37,090 um2, for reference.
- Measured along the x axis, the die boundary spans 298.3 um.
- The number of global-route vias before repair is 26,850, for reference.
- The final layout reports a setup TNS of 0 ps.
- The worst pin sits at a relative slew slack of 47.57%.
- The clock root buffer is clkbuf_16, for reference.
- The count of pins over their slew limit is 0, for reference.
- The number of synthesized register bits is 119, for reference.
- The routed design could run at a clock period as short as 10,990 ps.
- The count of final setup violators is 0, for reference.
- According to the timing report, the data required time at the worst endpoint equals 18,110 ps.
- The fraction of the yosys area taken by sequential cells is 6.785%, for reference.
- Before any placement, the netlist area is recorded as 35,110 um2.
- The post-synthesis cell count is 4,069, for reference.
- The number of iterations in the first detailed-routing pass is 5, for reference.
- The number of different library cells used by synthesis comes to 84.
- The CTS tree is done, for reference.
- The timing report gives the biggest stage delay along the critical path as 690 ps.
- Across all layers, the routed design uses 25,670 vias.
- In this run the biggest area consumer among cell types represents 38.43% of the synthesized area.
- In this run the worst setup path begins at c0[6].
- In this run the number of H-tree levels came out at 4.
- The total congestion overflow is 0, for reference.
- The tally of buffers added on design ports is 95, for reference.
- The placer's final routability congestion estimate is 0.9608, for reference.
- The clock sink count is 119, for reference.
- Yosys printed 3 warnings.
- The floorplan step set the die height to 298.3 um.
- In this run, synthesis inferred 0 flip-flops with an integrated enable.
- The count of endpoints failing hold in the final timing report is 0, for reference.
- Per the post-CTS timing run, clock transition at the registers of the reported paths is 60 ps.
- Detailed routing placed a total of 36,490 um of wire on met2.
- Looking at the cell usage after synthesis, the top flip-flop cell is dfxtp_1.
- STA puts the critical path data arrival time at 11,300 ps.
- The kind of end point of the critical path is a flop, for reference.
- The cell type with the highest occurrence count on the critical path is fa_1, for reference.
- The placeable core region is 86,890 um2, for reference.
- The worst-path cell with the longest stage delay is clkdlybuf4s50_1, for reference.
- The number of buffers inserted for hold repair after clock tree synthesis is 0, for reference.
- The die area is 88,960 um2, for reference.
- The detailed router finished its first iteration with 1,055 violations.
- The number of cell instances after yosys synthesis is 4,069, for reference.
- Before placement the cells fill 40.41% of the core.
- The final layout report lists a filler cell count of 8,475.
- The highest achievable clock rate is 0.09099 GHz, for reference.
- Entering global routing, the biggest net connects 60 pins.
- The ratio of cells with drive above 1 in the final layout is 2.488%, for reference.
- At the later pin of the worst-skew pair, clock insertion delay measures 450 ps.
- Per the run report, area growth between synthesis and finish was 7.366%.
- The script logs the ratio of routed vias to standard cells as 4.922.
- By area the synthesized netlist is led by fa_1, ha_1, inv_1.
- The flow ran to the end, and the final reports show no timing, DRC or antenna violations.
- Gates resized during post-CTS repair numbered 0.
- The layout stage reports a final design area of 37,690 um2.
- For the worst reg-to-reg path, the startpoint reported by OpenROAD is stage0.out[3].
- The top routing layer in use is met5, for reference.
- The global-route usage over all layers is 20.41%, for reference.
- The class of the most critical hold timing path is flop to flop, for reference.
- The total number of placement rows is 108, for reference.
- The initial antenna violation count is 4.
- The CTS buffer count is 17, for reference.
- Per the CTS log, the buffer count on the longest clock path is 2.
==> Yosys cell counts (5+ instances only) <==
cell type and n:
and3_1 27, clkbuf_1 157, nand2b_1 50, or3_1 13
nor3b_1 5, mux2i_1 6, o31ai_1 7, inv_1 843
nand3b_1 7, nand2_1 493, xnor2_1 154, and2_1 275
nor2b_1 25, o211ai_1 6, or4_1 7, a2111oi_0 8
nor3_1 49, xor2_1 99, a311oi_1 7, a31oi_1 15
nor2_1 185, o21a_1 23, ha_1 337, a21o_1 51
nand3_1 54, a31o_2 5, a221oi_1 5, nor4_1 19
dfxtp_1 119, fa_1 674, a211o_1 13, o21bai_1 28
nand4_1 13, a21oi_1 117, o21ai_0 73, a211oi_1 17
==> through the flow <==
| stage | std cells | setup slack (ps) | util [%] | hold slack [ps] |
|---|---|---|---|---|
| 2_1_floorplan | 4069 | 7413 | - | 534.5 |
| 3_3_place_gp | 5182 | 6403 | 42.69 | 577.7 |
| 3_5_place_dp | 5182 | 6381 | 42.69 | 572.9 |
| 4_1_cts | 5214 | 6829 | 43.38 | 589.1 |
| 5_1_grt | 5215 | 6140 | 43.38 | 637.4 |
| 6_report | 5215 | 6809 | 43.38 | 581.8 |
==> final timing paths <==
check | to | depth (start not counted) | slack, ps
worst max register to register | filt_out.out[21] | 28 | 9380
worst min register to register | stage1.out[0] | 2 | 580
worst max-delay path | filt_out.out[21] | 30 | 6810
worst min-delay path | stage1.out[0] | 2 | 580
==> per-layer routing <==
layer  global-route usage, %  vias up
li1                        -    12450
met1                   30.62    12560
met2                   30.66      623
met3                   7.439       36
met4                   1.514        4
met5                       0        -
==> cell usage in the layout (no fill, tap or decap), types with 23 or more instances in the layout <==
cell	instances
nand2_1	493
nand2b_1	50
fa_1	674
xnor2_1	154
o21bai_1	28
and3_1	27
o21a_1	23
a21o_1	51
o21ai_0	73
ha_1	337
inv_1	842
nand3_1	54
xor2_1	99
nor2_1	185
dfxtp_1	107
buf_4	24
nor3_1	49
and2_1	275
clkdlybuf4s50_1	94
nor2b_1	25
a21oi_1	117
==> sequential cells by signal (all words and copies together), names as in the netlist <==
register	count
filt_out.out	22
stage1.out	22
stage2.out	22
stage3.out	21
stage4.out	20
stage0.out	12
==> worst reg2reg max path, delay by kind of cell, from the launching register on <==
family	cells	cell delay, ps
buffers and inverters	4	730
flip-flops	1	820
adder cells (fa/ha/maj)	7	3140
AND/OR/NAND/NOR	6	1070
XOR/XNOR	4	700
AND-OR/OR-AND	7	1810
==> final cells by class <==
cell class | count | area share, %
Tap cell | 1155 | 3.834
Sequential cell | 119 | 6.360
Clock inverter | 14 | 0.4348
Multi-Input combinational cell | 2946 | 76.82
Inverter | 843 | 8.394
Timing Repair Buffer | 119 | 2.987
Antenna cell | 1 | 0.006639
Clock buffer | 18 | 1.165
==> cells by family after synthesis <==
group,after synthesis,share of synthesized area (%)
AND-OR/OR-AND,425,8.079
XOR/XNOR,254,6.376
adder cells (fa/ha/maj),1011,50.44
buffers and inverters,1004,10.74
flip-flops,119,6.785
multiplexers,7,0.2031
AND/OR/NAND/NOR,1249,17.38
